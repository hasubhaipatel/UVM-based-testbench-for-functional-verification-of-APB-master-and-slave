==> design/flow/design.v <==
module apb_slave(PRESET,PCLK,PSEL,PENABLE,PREADY,PADDR,PWRITE,PWDATA,PRDATA);
	parameter ADDR_WIDTH = 8;
	parameter DATA_WIDTH = 32;
	parameter [1:0]
		IDLE    = 2'b00,
		WRITE   = 2'b01,
		READ    = 2'b10,
		ILLEGAL = 2'b11;
	input PRESET;
	input PCLK;
	input PSEL;
	input PENABLE;
	input PWRITE;
	input [ADDR_WIDTH-1:0] PADDR;
    input [DATA_WIDTH-1:0] PWDATA;
	output reg PREADY;
	output reg [DATA_WIDTH-1:0] PRDATA;
  reg [1:0] current_state,next_state = 0;
  reg [DATA_WIDTH-1:0] RAM [0:2**ADDR_WIDTH-1];   
	always@(posedge PCLK or negedge PRESET)
	begin
      if(!PRESET)
			current_state <= IDLE;
		else
			current_state <= next_state;
	end
  always@(*)
	begin
    PRDATA = 0;
    PREADY = 0;
	case (current_state)
		IDLE: begin
          if(PSEL && !PENABLE) begin
				if(PWRITE)
					next_state = WRITE;
              else if (!PWRITE)
					next_state = READ;
			end
		end
		WRITE: begin
			if (PSEL && PENABLE && PWRITE) begin
				PREADY = 1;
				RAM[PADDR] = PWDATA;
			end
          	next_state = IDLE;
		end
		READ: begin
			if (PSEL && PENABLE && !PWRITE) begin
				PREADY = 1;
				PRDATA = RAM[PADDR];
			end
          	next_state = IDLE;
		end
		ILLEGAL: begin
			next_state = IDLE;
		end
		default: next_state = IDLE;
    endcase
    end
endmodule
==> design/flow/run.sh <==
#!/bin/bash
# OpenROAD 26Q1-2900-gdf79404cd8, Yosys 0.63+post, stock flow scripts
make -C /OpenROAD-flow-scripts/flow DESIGN_CONFIG=/design/flow/config.mk WORK_HOME=/design/flow/orfs finish
==> design/flow/config.mk <==
export PLATFORM = sky130hd
export DESIGN_NAME = apb_slave
export DESIGN_NICKNAME = apb_slave
export VERILOG_FILES = /design/flow/design.v
export SDC_FILE = /design/flow/constraint.sdc
export NUM_CORES = 4
export LEC_CHECK = 1
export CORE_UTILIZATION = 50
==> design/flow/constraint.sdc <==
current_design apb_slave

set clk_period 32.8
set clk_io_pct 0.2

create_clock -name clk0 -period $clk_period [get_ports {PCLK}]

set non_clock_inputs [all_inputs -no_clocks]
set_input_delay [expr $clk_period * $clk_io_pct] -clock clk0 $non_clock_inputs
set_output_delay [expr $clk_period * $clk_io_pct] -clock clk0 [all_outputs]
==> deck_impl_summary.md <==
Physical Implementation Snapshot

Outcome
  – Status: aborted with a tool error
  – Last stage: global routing
  – Err: [ERROR GRT-0116] Global routing finished with congestion. Check the congestion regions in the DRC Viewer.

Logic synthesis
  – Post-synth EDFFs: 0
  – Top_reg_cell synth: dlxtn_1
  – Synth flops: between 8000 and 9000
  – Synthesis area per yosys: approximately 180000 sq um
  – Top cells by area: dlxtn_1, a22oi_1, nand3_1
  – # Cells Yosys: 17864
  – Post-synth ARST share: 0.0244%
  – Distinct lib cells used: 92
  – Post-synth design cell area: between 150000 and 200000 sq um
  – Post-Syn Instances: 17864
  – YS warnings: 2
  – Area leader, netlist: dlxtn_1
  – Avg Cell Area, Syn: 10.3 sq um
  – Area leader share: 67.1%

CTS
  – Post-CTS resize count: 0
  – Root buffer cell: clkbuf_16
  – Clock Tree Buf Depth: 2
  – Postcts setup bufs: 0
  – CTS H-tree depth: 1
  – Num CTS Buffers: 3
  – CTS Hold Bufs: 0

Timing
  – Register pins left without a clock: 8194
  – Endpoints left unconstrained: 8196

Die
  – Die span in y: 608 microns
  – Die Width: 608 microns
  – Rows: approximately 220
  – I/O Pins: 78
  – Fp_density: 50.2%

GRT
  – Overall Global Routing Usage: 104%
  – First-pass GRT wire length: about 2400 mm
  – Grt total ovfl: 19181
  – Vias in the first global route: 214960
  – Largest net degree at the start of global routing: 158

Placement
  – # port buffers: 77
  – Detailed placement HPWL: 1180 mm
  – RD Place Congestion: 1.33
==> per-layer routing <==
layer | overflow | track usage, %
met5 | 523 | 97.6
met4 | 3316 | 103
met3 | 4151 | 103
met2 | 7465 | 108
met1 | 3726 | 103
==> logic make-up after synthesis <==
| kind of cell | Yosys count | synth area share (%) |
|---|---|---|
| latches | 8194 | 67.1 |
| AOI/OAI and AO/OA | 4335 | 17.7 |
| and+or+nand+nor | 4025 | 12.0 |
| buffers and inverters | 1293 | 3.10 |
| adders and majority gates | 6 | 0.0396 |
| xor gates and xnor gates | 5 | 0.0239 |
| muxes | 4 | 0.0239 |
| DFF | 2 | 0.0273 |
==> cell usage after synthesis, drive strengths merged (57+ instances only) <==
master	count
a222oi	192
a31oi	110
a221oi	57
dlxtn	8194
o21ai	135
a22oi	2442
a21oi	353
nand4	564
a2111oi	240
a22o	279
buf	662
nor4	259
or4	89
o22a	58
o22ai	243
o211ai	58
and3	717
nor3	79
nand3	1300
nand2	435
clkbuf	624
nor2	405
==> through the flow <==
step | hold slack, ns | setup slack (ns) | instances | utilization (%) | cell area, sq um
floorplan | 6.26 | 17.48 | 17864 | - | 183000
global placement | 6.74 | 12.79 | 23082 | 55.4 | 202000
detailed placement | 6.74 | 12.92 | 23087 | 55.4 | 203000
CTS | 6.51 | 12.90 | 23090 | 55.5 | 203000
